==> flow/run.sh <==
#!/bin/bash
# OpenROAD 26Q1-2900-gdf79404cd8, Yosys 0.63+post, stock flow scripts
make -C /OpenROAD-flow-scripts/flow DESIGN_CONFIG=/design/flow/config.mk WORK_HOME=/design/flow/orfs finish
==> flow/config.mk <==
export PLATFORM = sky130hd
export DESIGN_NAME = restore_division
export DESIGN_NICKNAME = restore_division
export VERILOG_FILES = /design/flow/design.v
export SDC_FILE = /design/flow/constraint.sdc
export NUM_CORES = 4
export LEC_CHECK = 1
export CORE_UTILIZATION = 30
==> flow/constraint.sdc <==
current_design restore_division

set clk_period 2.2
set clk_io_pct 0.2

create_clock -name clk0 -period $clk_period [get_ports {clk}]

set non_clock_inputs [all_inputs -no_clocks]
set_input_delay [expr $clk_period * $clk_io_pct] -clock clk0 $non_clock_inputs
set_output_delay [expr $clk_period * $clk_io_pct] -clock clk0 [all_outputs]
==> flow/design.v <==
`timescale 1ns / 1ps
module shift_a (data_out, clk,cl,shift,ld,a,data_in);
input clk,cl,shift,ld,a;
input [4:0]data_in;
output reg [4:0]data_out;
always @(posedge clk)
begin
    if(cl)data_out<=0;
    else if(shift)data_out<={data_in[3:1],a};
    else if(ld)data_out<=data_in;
end
endmodule
module shift_q (data_out, ld,shift,clk,update,data_in);
input ld,shift,clk,update;
input [4:0]data_in;
output reg [4:0]data_out;
always @(posedge clk)
begin
    if(ld)data_out<=data_in;
    else if(shift)data_out<={data_in[4],data_in[2:0],update};
end
endmodule
module shift_b (data_out, clk,ld,data_in);
input ld,clk;
input [4:0]data_in;
output reg [4:0]data_out;
always @(posedge clk)
begin
    if(ld)data_out<=data_in;
end
endmodule
module adder (out,a,b);
input [4:0]a,b;
output reg [4:0]out;
always @(*)
begin
    out<=a+b;
end
endmodule
module bcomp (out,in);
input [4:0]in;
output reg [4:0]out;
always @(in)
begin
    out<=(~in)+1;
end
endmodule
module mux(out,sel,x1,x2);
input sel;
input [3:0]x1,x2;
output reg [3:0]out;
always @(sel)
begin
    if(sel)out<=x1;
    else out<=x2;
end
endmodule
module count (out,in,dec,ld);
input dec,ld;
input [3:0]in;
output reg [3:0]out;
always @(dec,ld)
begin
    if(ld)out<=in;
    else if(dec)out<=out-1;
end
endmodule
module data_path(comp,comp1, 
            data_in,clk, cl_a,shift_a,ld_a,  ld_q,shift_q,update_q, ld_b, sel, ld_count, dec_count);
input clk,cl_a,shift_a,ld_a,
        ld_q,shift_q,update_q,
        ld_b,
        sel,
        ld_count, dec_count;
input [4:0]data_in;
output comp,comp1;
wire [4:0]A,B,X,Q,Bcom,Y,C;
assign comp1=~|C;
assign comp=A[4];
shift_a a (A,clk,cl_a,shift_a,ld_a,Q[3],X);
shift_q q (Q,ld_q,shift_q,clk,update_q,data_in);
shift_b b (B,clk,ld_b,data_in);
adder add (X,A,Y);
bcomp bc (Bcom,B);
mux m (Y,sel,B,Bcomp);
count c (C,data_in,ld_count,dec_count);
endmodule
module control_path(cl_a,shift_a,ld_a,ld_q,shift_q,update_q,ld_b,sel,ld_count,dec_count,e,   start,comp,a,clk);
input start,comp,a,clk;
output reg cl_a,shift_a,ld_a,ld_q,shift_q,update_q,ld_b,sel,ld_count,dec_count,e;
reg [3:0]state;
parameter s0=4'b0000,s1=4'b0001,s2=4'b0010,s3=4'b0011,s4=4'b0100,s5=4'b0101,s6=4'b0110,s7=4'b0111,s8=4'b1000,s9=4'b1001,s10=4'b1010;
always @(posedge clk)
begin
    case(state)
        s0:if(start)state<=s1;
        s1:state<=s2;
        s2:state<=s3;
        s3:state<=s4;
        s4:state<=s5;
        s5:if(a)state<=s6;
            else state<=s7;        
        s6:state<=s8;
        s7:state<=s8;
        s8:if(comp)state<=s9;
            else state<=s4;
        s9:state<=s9;
        default:state<=s0;
    endcase
end
always @(state)
begin
    case(state)
        s0:begin cl_a=0; shift_a=0; ld_a=0; ld_q=0; shift_q=0; update_q=0; ld_b=0; sel=0; ld_count=0; dec_count=0; e=0; end
        s1:begin cl_a=1; shift_a=0; ld_a=0; ld_q=0; shift_q=0; update_q=0; ld_b=1; sel=0; ld_count=0; dec_count=0; e=0; end        
        s2:begin cl_a=0; shift_a=0; ld_a=0; ld_q=1; shift_q=0; update_q=0; ld_b=0; sel=0; ld_count=0; dec_count=0; e=0; end
        s3:begin cl_a=0; shift_a=0; ld_a=0; ld_q=0; shift_q=0; update_q=0; ld_b=0; sel=0; ld_count=1; dec_count=0; e=0; end        
        s4:begin cl_a=0; shift_a=1; ld_a=0; ld_q=0; shift_q=0; update_q=0; ld_b=0; sel=0; ld_count=0; dec_count=0; e=0; end        
        s5:begin cl_a=0; shift_a=0; ld_a=1; ld_q=0; shift_q=0; update_q=0; ld_b=0; sel=0; ld_count=0; dec_count=0; e=0; end
        s6:begin cl_a=0; shift_a=0; ld_a=1; ld_q=0; shift_q=1; update_q=0; ld_b=0; sel=1; ld_count=0; dec_count=0; e=0; end
        s7:begin cl_a=0; shift_a=0; ld_a=0; ld_q=0; shift_q=1; update_q=1; ld_b=0; sel=0; ld_count=0; dec_count=0; e=0; end
        s8:begin cl_a=0; shift_a=0; ld_a=0; ld_q=0; shift_q=0; update_q=0; ld_b=0; sel=0; ld_count=0; dec_count=1; e=0; end
        s9:begin cl_a=0; shift_a=0; ld_a=0; ld_q=0; shift_q=0; update_q=0; ld_b=0; sel=0; ld_count=0; dec_count=0; e=1; end
        default: begin cl_a=0; shift_a=0; ld_a=0; ld_q=0; shift_q=0; update_q=0; ld_b=0; sel=0; ld_count=0; dec_count=0; e=0; end
    endcase
end
endmodule
module restore_division (f,clk,start,data_in);
input clk,start;
input [4:0]data_in;
output f;
wire comp,a,cl_a,shift_a,ld_a,  ld_q,shift_q,update_q, ld_b, sel, ld_count, dec_count;
data_path data (a,comp, data_in,clk, cl_a,shift_a,ld_a,ld_q,shift_q,update_q,ld_b, sel, ld_count, dec_count);
control_path control (cl_a,shift_a,ld_a,ld_q,shift_q,update_q,ld_b,sel,ld_count,dec_count,f,   start,comp,a,clk);
endmodule
==> impl_metrics.py <==
# Synthesis and PnR figures
metrics = {
    "logic_synthesis": {
        "edf_count": 9,
        "ys_area_sq_mm": 0.00115,
        "yosys_most_used_dff": "dfxtp_1",
        "synthArstFlopShare": 0,
        "yosys.area.top_type": "dfxtp_1",
        "ys_types": 33,
        "syn-instance-count": 114,
        "yosys-top-cells-area": "dfxtp_1, edfxtp_1, ha_1",
        "syn_area_sq_mm": 0.00115,
        "synth_flops": 27,
        "ys_cells": 114,
        "top_cell_area_share": 0.243,
        "syn_avg_cell_area_sq_um": 10.1,
        "synth_warnings": 19,
    },
    "power": {
        "peakVddDrop_mv": 1.22,
        "power_density_mw_per_mm2": 1810,
        "p_leak_nw": 0.527,
    },
    "floorplan": {
        "core-area_sq_mm": 0.00366,
        "fp.dieW_um": 63.9,
        "die_y_um": 63.9,
        "die-area_sq_mm": 0.00409,
        "fp_util": 0.314,
        "rows": 22,
        "io_pins": 8,
    },
    "clocking": {
        "cts_buffers": 3,
        "clk_latency_ps": 260,
        "cts_hold_buffers": 0,
        "root_buffer": "clkbuf_8",
        "cts_htree_levels": 1,
        "cts_tree": "yes",
        "post-cts-setup-buffer-count": 0,
        "post_cts_resized": 0,
        "cts_buffer_depth": 2,
        "clk_pin_slew_ps": 70,
    },
    "sta": {
        "hold_violations": 0,
        "timing.fmax_ghz": 0.575,
        "post-route-min-period_ps": 1740,
        "unclocked_pins": 4,
        "slew_violations": 0,
        "setup_viol": 0,
        "relSlewSlack": 0.726,
        "clock_skew_ps": 2.82,
        "rsz0062_at_grt": "false",
        "worstMarginPinSlew_ps": 410,
        "tns_ps": 0,
        "unconstrained_endpoints": 4,
        "fin_crit_sh": 0.790,
    },
    "drt": {
        "ant_nets": 0,
        "antenna_cells": 0,
        "drcViolationCount": 0,
        "drt-initial-drc-count": 31,
        "routed-via-count": 753,
        "wl_per_cell_um": 9.86,
        "drt-total-wl_mm": 1.67,
        "vias_per_cell": 4.46,
        "first_pass_iters": 4,
    },
    "global_route": {
        "grt_pass1_wl_mm": 3.09,
        "grt_pass1_vias": 713,
        "grtUsageTotal": 0.0968,
        "grt.overflow.total": 0,
        "antenna_found_initial": 0,
        "grt_max_degree": 13,
    },
    "final_layout": {
        "final_cells": 169,
        "drive_above_1_share": 0.0744,
        "num-fill-cells": 368,
        "area_growth_pct": 12.6,
    },
    "critical_path": {
        "start_kind": "register",
        "slowest_stage": "fa_1",
        "cp_slowest_stage_delay_ps": 380,
        "cp.required_ps": 2340,
        "arrival_ps": 1870,
        "cp_max_fo": 4,
        "crit_path_end_kind": "register",
        "crit_chain": "and2_1, ha_1, inv_1, fa_1, nand2b_1, a21oi_1, xnor2_1, nor3_1",
        "critPathKind": "reg -> reg",
    },
    "outcome": {
        "status": "finished clean",
    },
    "job": {
        "warnings": 26,
        "cap_violations": 0,
    },
    "placement": {
        "hpwl_mm": 1.24,
        "gp_congestion": 0.819,
        "post-place-cells": 165,
        "io_buffers": 6,
    },
    "hold_path": {
        "hp-class": "reg -> reg",
    },
}
## sequential cells by signal, indices dropped and copies added (netlist names), 4 cells and up
signal,count
control.state,4
data.c.out,4
data.b.data_out,4
data.a.data_out,5
## per-stage QoR
stage               power (mW)  setup slack [ps]  hold slack, ps   util  area [sq um]
floorplan                 1.93               603             444      -          1150
finish                    2.34               462             486  0.354          1300
CTS                       2.36               458             488  0.354          1300
global route              2.58               290             515  0.354          1300
global placement          2.05               487             461  0.342          1250
detailed placement        2.10               475             472  0.342          1250
## Yosys cell counts (all sizes together), types with 2 or more instances
master	n
nor3	4
and2	4
a21o	2
nand2	7
dfxtp	14
inv	9
xor2	2
mux2	2
or3	3
dlxtn	4
nand2b	3
xnor2	2
o21ai	4
a21oi	7
nand3	2
edfxtp	9
mux2i	2
nor2	16
ha	5
buf	2
## cells in the final DEF, fill, tap and decap left out, types with 5 or more instances in the layout
cell,count
edfxtp_1,9
ha_1,5
nor2_1,16
inv_1,9
dfxtp_1,14
nand2_1,7
a21oi_1,7
clkdlybuf4s50_1,6
## report_power, final
group | switching [mW] | internal (mW)
Sequential | 0.294 | 0.924
Combinational | 0.386 | 0.488
Clock | 0.120 | 0.129
## area by class of cell
cell class                      count  area, sq um  share of cell area
Sequential cell                    27          611               0.471
Multi-Input combinational cell     75          487               0.375
Timing Repair Buffer                6         60.1              0.0463
Tap cell                           48         60.1              0.0463
Clock buffer                        4         45.0              0.0347
Inverter                            9         33.8              0.0261
## cell families after synthesis
family / synth area share
DFF: 0.478
muxes: 0.0370
and+or+nand+nor: 0.191
xor gates and xnor gates: 0.0304
AOI/OAI and AO/OA: 0.0924
buffers and inverters: 0.0467
latches: 0.0522
adders and majority gates: 0.0717
## path summary, 6_finish.rpt
| path | from | endpoint | slack, ps | depth (start not counted) |
|---|---|---|---|---|
| setup / recovery | control.sel | data.a.data_out[4] | 460 | 8 |
| hold / removal | control.shift_a | data.a.data_out[4] | 490 | 1 |
| setup reg to reg | control.sel | data.a.data_out[4] | 460 | 8 |
| hold reg to reg | control.shift_a | data.a.data_out[4] | 490 | 1 |
## worst max-delay path: cells and delay by family (launching register included)
family	cells	cell delay (ps)
AND-OR/OR-AND	1	170
XOR/XNOR	1	150
adder cells (fa/ha/maj)	2	540
buffers and inverters	1	50
flip-flops	1	350
AND/OR/NAND/NOR	3	350
## per-layer routing
layer	up-vias	global-route usage	part of all wire
met3	0	0.0272	0.040
met4	0	0.00284	0
met2	11	0.145	0.44
met1	338	0.152	0.52
li1	404	-	-
met5	-	0	0
Power and IR drop assume default switching activity.
